### flow/constraint.sdc
current_design ALU_16_bit

set clk_period 23.5
set clk_io_pct 0.2

create_clock -name clk0 -period $clk_period [get_ports {clk}]

set non_clock_inputs [all_inputs -no_clocks]
set_input_delay [expr $clk_period * $clk_io_pct] -clock clk0 $non_clock_inputs
set_output_delay [expr $clk_period * $clk_io_pct] -clock clk0 [all_outputs]
### flow/run.sh
#!/bin/bash
# OpenROAD 26Q1-2900-gdf79404cd8, Yosys 0.63+post, stock flow scripts
make -C /OpenROAD-flow-scripts/flow DESIGN_CONFIG=/design/flow/config.mk WORK_HOME=/design/flow/orfs finish
### flow/config.mk
export PLATFORM = sky130hd
export DESIGN_NAME = ALU_16_bit
export DESIGN_NICKNAME = ALU_16_bit
export VERILOG_FILES = /design/flow/design.v
export SDC_FILE = /design/flow/constraint.sdc
export NUM_CORES = 4
export LEC_CHECK = 1
export CORE_UTILIZATION = 50
### flow/design.v
`timescale 1ns / 1ps
module ALU_16_bit(A,B,data_in,op_dec,clk,reset,ans_ex,DM_data,data_out,flag_ex);
input [15:0] A,B,data_in;
input [5:0] op_dec;
input reset,clk;
output reg [15:0] ans_ex,DM_data;
output reg [15:0] data_out;
output wire [1:0] flag_ex;
wire [15:0] data_out_buff,ans_tmp,arith_shift,temp,BB;
reg [1:0] flag_prv;
wire zero,overflow;
wire [15:0] mul_prod;
assign BB = ((op_dec == 6'b000001 || op_dec==6'b001001) ? ~B + 1'b1 : B);     
assign temp = A[14:0]+BB[14:0];       
assign overflow = temp[15]^A[15]^BB[15];    
arithshift rsa(A,B,arith_shift);     
booth_multiplication bm(mul_prod,A[7:0],B[7:0]);
assign ans_tmp = 		  
  (op_dec == 6'b000000 ) ?  A+B             
: (op_dec == 6'b000001) ? A-B				 
: (op_dec == 6'b000010 ) ? B					 
: (op_dec == 6'b000011 ) ? mul_prod			 
: (op_dec == 6'b000100 ) ? A&B				 
: (op_dec == 6'b000101 ) ? A|B				 
: (op_dec == 6'b000110 ) ? A^B				 
: (op_dec == 6'b000111 ) ? ~B				 
: (op_dec == 6'b001000 ) ? A+B				 
: (op_dec == 6'b001001 ) ? A-B				 
: (op_dec == 6'b001010 ) ? B					 
: (op_dec == 6'b001100 ) ? A&B				 
: (op_dec == 6'b001101 ) ? A|B   			 
: (op_dec == 6'b001110 ) ? A^B				 
: (op_dec == 6'b001111 ) ? ~B				 
: (op_dec == 6'b010000 ) ? ans_ex		 
: (op_dec == 6'b010001 ) ? ans_ex			 
: (op_dec == 6'b010100 ) ? A 				 
: (op_dec == 6'b010101 ) ? A					 
: (op_dec == 6'b010110 ) ? data_in			 
: (op_dec == 6'b010111 ) ? ans_ex			 
: (op_dec == 6'b011000 ) ? ans_ex			 
: (op_dec == 6'b011001 ) ? A<<B				 
: (op_dec == 6'b011010 ) ? A>>B 			 
: (op_dec == 6'b011011 ) ? arith_shift		 
: (op_dec == 6'b011100 ) ? ans_ex			 
: (op_dec == 6'b011101 ) ? ans_ex			 
: (op_dec == 6'b011110 ) ? ans_ex : ans_ex;	 
assign zero = (ans_tmp == 16'b0000000000000000) ? 1'b1 : 1'b0;   
assign flag_ex = 
(op_dec == 6'b000000) ? {zero,overflow} : 
(op_dec == 6'b000001) ? {zero,overflow} : 
(op_dec == 6'b000010) ? {zero,1'b0} :
(op_dec == 6'b000011) ? {zero,overflow} : 
(op_dec == 6'b000100) ? {zero,1'b0} : 
(op_dec == 6'b000101) ? {zero,1'b0} : 
(op_dec == 6'b000110) ? {zero,1'b0} : 
(op_dec == 6'b000111) ? {zero,1'b0} : 
(op_dec == 6'b001000) ? {zero,overflow} : 
(op_dec == 6'b001001) ? {zero,overflow} : 
(op_dec == 6'b001010) ? {zero,1'b0} : 
(op_dec == 6'b001100) ? {zero,1'b0} : 
(op_dec == 6'b001101) ? {zero,1'b0} : 
(op_dec == 6'b001110) ? {zero,1'b0} : 
(op_dec == 6'b001111) ? {zero,1'b0} : 
(op_dec == 6'b010000) ? 2'b00:
(op_dec == 6'b010001) ? 2'b00: 
(op_dec == 6'b010100) ? 2'b00: 
(op_dec == 6'b010101) ? 2'b00: 
(op_dec == 6'b010110) ? {zero,1'b0} : 
(op_dec == 6'b010111) ? 2'b00: 
(op_dec == 6'b011000) ? 2'b00: 
(op_dec == 6'b011001) ? {zero,1'b0} : 
(op_dec == 6'b011010) ? {zero,1'b0} : 
(op_dec == 6'b011011) ? {zero,1'b0} : 
(op_dec == 6'b011100) ? flag_prv : 
(op_dec == 6'b011101) ? flag_prv : 
(op_dec == 6'b011110) ? flag_prv : flag_prv;
assign data_out_buff = ((op_dec==6'b010111) ? A : data_out);    
always @ (posedge clk)    
begin
		ans_ex = (reset==0) ? 16'b0000000000000000 : ans_tmp ;
		data_out = (reset==0) ? 16'b0000000000000000 : data_out_buff ;
		DM_data = (reset==0) ? 16'b0000000000000000 : B;
		flag_prv = (reset==0) ? 2'b00 : flag_ex;
end
endmodule
module arithshift(A,B,Ans);
input signed [15:0] A,B;   
output [15:0] Ans;
assign Ans = A >>> B;
endmodule
`timescale 1ns / 1ps
module booth_multiplication(Product,multiplicand,multiplier
    );
parameter multiplier_width=8;
parameter multiplicand_width=8;
reg [multiplicand_width-1 : 0] AC;
reg [multiplier_width-1 : 0] QR;
input [multiplicand_width-1 : 0] multiplicand;
input [multiplier_width-1 : 0] multiplier;
reg [multiplicand_width-1 : 0] BR;   
reg qnext;   
output [15:0] Product;
assign Product = (multiplicand==8'b10000000 && multiplier == 8'b10000000) ? 16'b0100000000000000 : {AC,QR};
integer i;
always@(multiplicand,multiplier) 
begin
BR=multiplicand;
QR=multiplier;
AC=0;
qnext=1'b0;
for(i=0; i<multiplier_width; i=i+1)
    begin
    case({QR[0],qnext})
    2'b01:  AC=AC+BR;
    2'b10:  AC=AC-BR;
    default: ;
    endcase
    qnext=QR[0];
    QR={AC[0],QR[multiplier_width-1 : 1]};
    AC={AC[multiplicand_width-1],AC[multiplicand_width-1 : 1]};
    end
end
endmodule
==> results.yml <==
# physical design summary
floorplanning:
  ioPinCount: 106
  fp_util_pct: 51.46
  core-area_um2: 25400
  die_h_um: 163.7
  die_w_um: 163.7
  rows: 58
  chip_area_um2: 26790
timing:
  finalHoldViolCount: 0
  clock_skew_ns: 0.009159
  fmax_mhz: 44.43
  holdWs_ns: 0.4541
  maxSlewViolCount: 0
  setup_viol: 0
  slew_headroom_pct: 26.41
  fin_crit_ns: 22.51
  tns_ns: 0
  period_used_pct: 95.78
  rsz0062_at_grt: "no"
  worstMarginPinSlew_ns: 1.095
cts:
  cts-root-buf: "clkbuf_16"
  tritoncts: "built"
  clkLatencyLatePin_ns: 0.31
  clk_pin_slew_worst_paths_ns: 0.08
  clkSinkCount: 50
  ctsHoldBuffers: 0
  htreeDepth: 2
  cts_buffers: 5
  clk_path_buf_depth: 2
synth:
  synth_seq_share_pct: 7.658
  ff_type: "dfxtp_1"
  edf_count: 0
  synthCells: 1887
  yosys.cell_types.count: 100
  avgSynthCellArea_um2: 6.927
  ys_cells: 1887
  netlist_area_um2: 13070
  ys.flops: 50
  async_flop_share_pct: 0
  ys_warn_count: 2
  ys_area_um2: 13070
setup_path:
  crit_top_cell: "ha_1"
  cp_slowest_cell: "clkdlybuf4s50_1"
  cp_max_fo: 15
  cpPeakStageDelay_ns: 0.52
  arrival_ns: 17.81
  cp-start-kind: "primary input"
  cp-end-kind: "output port"
  crit_required_ns: 18.80
  crit_type: "primary input to output port"
route:
  insertedDiodeCount: 0
  drc: 0
  route.vias.total: 15680
  wire_per_inst_um: 26.26
  routed_wl_mm: 59.63
  antenna_left: 0
  first_pass_iters: 7
  drt-vias-per-instance: 6.903
  drtIter0Drc: 1804
pwr:
  ir_worst_vdd_uv: 101.4
  p_leak_nw: 5.893
  power.density_nw_per_um2: 86.07
global_route:
  grt_max_degree: 52
  grt_overflow_total: 0
  grt_antenna_before_repair: 1
  grt_pass1_wl_mm: 88.77
  grt_pass1_vias: 14390
  grtUsageTotal_pct: 45.42
run_status:
  outcome: "complete, no violations"
cells_and_area:
  utilization_pct: 58.12
  fillers: 2358
  logic_area_um2: 11220
  drive_gt1_share_pct: 8.604
  syn_to_final_growth_pct: 12.94
  ff_latch_area_um2: 1001
min_path:
  hp-class: "register to register"
placed_design:
  place_hpwl_mm: 44.82
  io_buffers: 105
  routabilityCongestion: 1.085
run:
  log.warning_count: 64
  max-cap-violations: 0
## synthesized netlist by cell type (all sizes together), types with 22 or more instances
master  instances  share of area [%]
mux2i          35                2.7
a31oi          25                1.3
inv            89                2.6
o21ai         134                5.1
nor2          216                6.2
a221oi         26                1.8
a21o           25                1.4
buf            23               0.90
dfxtp          50                7.7
nor2b          24                1.1
clkbuf        112                3.2
o211ai         36                2.1
mux2           22                1.9
nand3          39                1.5
a21oi         169                6.5
a211oi         44                2.6
nand2b         24                1.1
nand2         161                4.6
xnor2         111                7.6
nor3           43                1.7
ha            124                 12
## layout by cell type (no fill, tap or decap), drive strengths merged, types with 50 or more instances in the layout
cell	synthesis	routed
nand2	161	161
ha	124	124
nor2	216	216
inv	89	89
clkdlybuf4s50	0	103
buf	23	78
dfxtp	50	50
a21oi	169	169
xnor2	111	111
o21ai	134	134
## cell families (layout without fill, tap and decap cells)
family	Yosys count	in the layout	share of synthesized area, %
AND-OR/OR-AND	655	655	33.70
AND/OR/NAND/NOR	617	617	22.22
buffers and inverters	228	282	6.787
adder cells (fa/ha/maj)	133	133	13.25
XOR/XNOR	131	131	9.055
multiplexers	73	73	7.332
flip-flops	50	50	7.658
## final cells by class
type	count	share of cell area, %
sequential	50	6.780
tap	330	2.797
clock buffer	6	0.8730
inverter	93	2.365
timing repair buffer	181	10.92
multi-input combinational	1609	76.01
clock inverter	2	0.2543
## worst max-delay path, delay by kind of cell
family | cells | cell delay [ns]
AOI/OAI and AO/OA | 13 | 3.24
xor gates and xnor gates | 8 | 1.68
and+or+nand+nor | 17 | 3.00
buffers and inverters | 8 | 1.67
adders and majority gates | 8 | 2.81
muxes | 2 | 0.70
## flip-flops by register name, indices dropped and copies added, names as in the netlist
| signal | count |
|---|---|
| DM_data | 16 |
| ans_ex | 16 |
| data_out | 16 |
| flag_prv | 2 |
## worst paths after layout
kind	from	to	slack, ns	cells past startpoint
worst max-delay path	A[1]	flag_ex[1]	0.99	56
worst min-delay path	data_out[9]$_SDFFE_PN0P_	data_out[9]$_SDFFE_PN0P_	0.45	2
worst max register to register	ans_ex[7]$_SDFF_PN0_	flag_prv[1]$_SDFF_PN0_	19.52	18
worst min register to register	data_out[9]$_SDFFE_PN0P_	data_out[9]$_SDFFE_PN0P_	0.45	2
## what timing repair did
item	in CTS	in global routing
setup buffers	0	3
endpoints found under the setup margin	0	1
resized	0	5
## power breakdown
group | switching, mW | internal [mW] | leakage (nW)
clock network | 0.0381 | 0.0505 | 0.0771
logic | 0.615 | 0.472 | 5.41
registers | 0.00488 | 0.0900 | 0.410
total | 0.658 | 0.613 | 5.89
## per-stage QoR
| step | setup slack (ns) | power, mW | cell area [um2] | cells |
|---|---|---|---|---|
| floorplan | 2.551 | 0.8997 | 13070 | 1887 |
| global placement | 0.9683 | 1.128 | 14550 | 2260 |
| detailed placement | 0.7560 | 1.139 | 14550 | 2260 |
| CTS | 0.6782 | 1.238 | 14710 | 2268 |
| global route | 0.008706 | 1.380 | 14760 | 2271 |
| finish | 0.9913 | 1.271 | 14760 | 2271 |
## routing by layer
metal | GRT usage, % | up-vias | wire length (um)
li1 | - | 7074 | -
met2 | 65.39 | 1107 | 24610
met4 | 23.32 | 2 | 3741
met5 | 0 | - | 8
met3 | 13.04 | 264 | 7460
met1 | 61.85 | 7229 | 23800
Power figures rest on the tool's default switching activity, not on a simulated workload.
