$ cat design/flow/config.mk
export PLATFORM = sky130hd
export DESIGN_NAME = reg_bank
export DESIGN_NICKNAME = reg_bank
export VERILOG_FILES = /design/flow/design.v
export SDC_FILE = /design/flow/constraint.sdc
export NUM_CORES = 4
export LEC_CHECK = 1
export CORE_UTILIZATION = 30
$ cat design/flow/constraint.sdc
current_design reg_bank

set clk_period 3.2
set clk_io_pct 0.2

create_clock -name clk0 -period $clk_period [get_ports {clk}]

set non_clock_inputs [all_inputs -no_clocks]
set_input_delay [expr $clk_period * $clk_io_pct] -clock clk0 $non_clock_inputs
set_output_delay [expr $clk_period * $clk_io_pct] -clock clk0 [all_outputs]
$ cat design/flow/design.v
`timescale 1ns / 1ps
module reg_bank(ans_ex,ans_dm,ans_wb,imm,RA,RB,RW_dm,mux_sel_A,mux_sel_B,imm_sel,clk,A,B);
input [15:0] ans_ex,ans_dm,ans_wb,imm;
input [4:0] RA,RB,RW_dm;
input [1:0] mux_sel_A,mux_sel_B;
input clk,imm_sel;
output [15:0] A,B;
reg [15:0] AR,BR;   
wire [15:0] BI;
reg [15:0] reg_bank [31:0];
assign A = mux_sel_A[1] ? (mux_sel_A[0] ? ans_wb : ans_dm ) : (mux_sel_A[0] ? ans_ex : AR);   
assign BI = mux_sel_B[1] ? (mux_sel_B[0] ? ans_wb : ans_dm ) : (mux_sel_B[0] ? ans_ex : BR);
assign B = imm_sel ? imm : BI;
always@(posedge clk) begin                     
	AR <= reg_bank[RA]; 							 
	BR <= reg_bank[RB];							 
	reg_bank[RW_dm] <= ans_dm;			 
end
endmodule
$ cat design/flow/run.sh
#!/bin/bash
# OpenROAD 26Q1-2900-gdf79404cd8, Yosys 0.63+post, stock flow scripts
make -C /OpenROAD-flow-scripts/flow DESIGN_CONFIG=/design/flow/config.mk WORK_HOME=/design/flow/orfs finish
==> results.cfg <==
; generated from flow reports
[route]
vias_per_cell = 5.384
drc = 0
avgRoutedWirePerCell_um = 26.04
vias = 17090
first_pass_iters = 5
wirelength_um = 82640
antenna_cells = 0
drt_iter0_markers = 981
ant_nets = 0

[pwr]
ir_drop_uv = 415.0
p_leak_nw = 11.47
power_per_cell_area_nw_per_um2 = 514.4

[clock_network]
cts_tree = done
clk_pin_slew_ns = 0.06
h-tree-depth = 2
cts_buffers = 56
cts_hold_buffers = 0
root_buffer = clkbuf_16
clock_latency_ns = 0.61
cts_sinks = 544
cts_setup_buffers = 0
clock_path_buffers = 3

[min_path]
whs_path_depth = 4
min_path_type = reg -> reg
holdPathEnd = AR[0]
min_from = reg_bank[9][0]

[setup_path]
startpoint_type = primary input
worstPathCellList = clkdlybuf4s50_1, buf_4, mux4_2, mux2_2, clkdlybuf4s50_1
worstPathArrival_ns = 2.52
path_common_cell = clkdlybuf4s50_1
timing.rr.end = AR[15]
rrSetupSlack_ns = 1.59
critPathKind = in -> out
slowest_delay_ns = 0.51
cp.required_ns = 2.56
r2r_start = reg_bank[2][15]
worst_r2r_path_depth = 6
cp_max_fo = 10
cp-end-kind = primary output
critPathSlowestCell = clkdlybuf4s50_1

[yosys]
async_reset_ff_share_pct = 0
synth_cell_types = 30
synth-edff-count = 512
syn_area_per_cell_um2 = 14.79
syn_inst = 1788
yosysChipArea_um2 = 26440
yosysCellCount = 1788
synth-main-ff-cell = edfxtp_1
ys_warn_count = 1
netlist_area_um2 = 26440
synth_flops = 544
yosysSeqAreaShare_pct = 60.57

[die]
core_um2 = 87020
die_h_um = 298.9
die_x_um = 298.9
io-pin-count = 117
fp-utilization_pct = 30.38
dieArea_um2 = 89330
rows = 108

[placed_design]
gp_congestion = 0.8859
dp_hpwl_um = 52770
portBuffers = 116
postPlaceCellArea_um2 = 29640

[sta]
min_period_ns = 3.162
clock_skew_ns = 0.01451
timing.final.crit_share_pct = 98.81
slew_viol_final = 0
final-setup-viol-count = 0
rsz0062_at_grt = false
tns_ns = 0
timing.hold.ws_ns = 0.6300
max_freq_ghz = 0.3163
tightest_slew_ns = 0.6191
slew_headroom_pct = 58.73
hold_viol = 0

[outcome]
outcome = complete, no violations

[layout]
areaGrowthSynthToFinish_pct = 18.69
final_area_um2 = 31380
utilization_pct = 36.06
regArea_um2 = 16020
fill_cells = 8103
layout-drive-gt1-share_pct = 15.61
logic_area_um2 = 9375

[flow_run]
cap_violations = 0
warning_count = 25

[global_route]
grt_max_degree = 56
first_global_vias = 18410
grt-ovfl-total = 0
antenna_found_initial = 3
grt_pass1_wl_um = 120000
globalRouteTotalUtil_pct = 19.42
[report_power, final]
group,switching (W),total [W],internal [W]
registers,0.0000858,0.00806,0.00798
clock network,0.00264,0.00619,0.00355
logic,0.00105,0.00188,0.000830
[cell usage in the layout, fill, tap and decap left out, drive strengths merged, types with 35 or more instances in the layout]
cell	n
a22oi	128
a21oi	64
clkbuf	79
clkdlybuf4s50	113
a22o	64
mux2i	512
buf	159
nor2	35
edfxtp	512
nand3	65
nand2	66
[what timing repair did]
item | CTS | global route
endpoints found under the setup margin | 15 | 1
gates resized | 2 | 1
gates cloned | 0 | 0
[sequential cells by signal, summed over array words and instances (netlist names)]
signal / cells
reg_bank: 512
AR: 16
BR: 16
[kinds of logic (layout without fill, tap and decap cells)]
family / after synthesis / after routing / synth area share [%]
flip-flops: 544 / 544 / 60.57
buffers and inverters: 145 / 375 / 4.306
AND-OR/OR-AND: 288 / 288 / 7.723
AND/OR/NAND/NOR: 251 / 251 / 4.614
multiplexers: 560 / 560 / 22.79
[how the worst max path moves through the flow]
stage / startpoint / endpoint / slack [ns] / cells after the start
4_1_cts: mux_sel_B[1] / B[15] / 0.04 / 5
5_1_grt: mux_sel_B[1] / B[15] / 0.02 / 5
6_report: mux_sel_B[1] / B[0] / 0.04 / 5
[synth_stat cells, types with 16 or more instances]
library cell / count / area, um2
edfxtp_1: 512 / 15370
mux2i_1: 512 / 5125
a22oi_1: 128 / 960.9
nand2_1: 66 / 247.7
nand3_1: 65 / 325.3
a21oi_1: 64 / 320.3
a22o_1: 64 / 560.5
buf_2: 40 / 200.2
buf_4: 35 / 262.8
nor2_1: 33 / 123.9
a31oi_1: 32 / 200.2
dfxtp_1: 32 / 640.6
mux4_2: 32 / 720.7
nand4_1: 32 / 200.2
nor3_1: 32 / 160.2
clkbuf_1: 31 / 116.4
mux2_2: 16 / 180.2
[layer usage]
layer	GRT usage [%]	part of all wire [%]
met1	23.45	36
met2	28.51	45
met4	7.434	4.7
met3	12.09	14
met5	0	0.018
[through the flow]
step	setup slack (ns)	std cells	power (W)
2_1_floorplan	0.8974	1788	0.009187
3_3_place_gp	-0.09456	3071	0.01006
3_5_place_dp	-0.08460	3071	0.01009
4_1_cts	0.04371	3173	0.01624
5_1_grt	0.01649	3173	0.01664
6_report	0.03821	3173	0.01614
[final cells by class]
cell class | count | share of cell area [%]
Timing Repair Buffer | 273 | 8.943
Sequential cell | 544 | 51.03
Clock buffer | 79 | 5.131
Multi-Input combinational cell | 1099 | 29.87
Tap cell | 1155 | 4.605
Clock inverter | 23 | 0.4146
[worst max-delay path, delay by kind of cell]
family | cells | cell delay (ns)
mux | 2 | 0.70
buf+inv | 3 | 1.17
Power is estimated from default activity; no workload was simulated.
