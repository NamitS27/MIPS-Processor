`/design/flow/config.mk`:
```
export PLATFORM = sky130hd
export DESIGN_NAME = data_dependency
export DESIGN_NICKNAME = data_dependency
export VERILOG_FILES = /design/flow/design.v
export SDC_FILE = /design/flow/constraint.sdc
export NUM_CORES = 4
export LEC_CHECK = 1
export CORE_UTILIZATION = 50
```
`/design/flow/constraint.sdc`:
```
current_design data_dependency

set clk_period 1.7
set clk_io_pct 0.2

create_clock -name clk0 -period $clk_period [get_ports {clk}]

set non_clock_inputs [all_inputs -no_clocks]
set_input_delay [expr $clk_period * $clk_io_pct] -clock clk0 $non_clock_inputs
set_output_delay [expr $clk_period * $clk_io_pct] -clock clk0 [all_outputs]
```
`/design/flow/design.v`:
```
`timescale 1ns / 1ps
module data_dependency(ins,clk,reset,imm,op_dec,RW_dm,mux_sel_A,mux_sel_B,imm_sel,mem_en_ex,mem_rw_ex,mem_mux_sel_dm);
input [31:0] ins;
input clk,reset;
output reg [15:0] imm;
output reg [5:0] op_dec;
output [4:0] RW_dm;
output [1:0]mux_sel_A, mux_sel_B;    
output imm_sel, mem_en_ex, mem_rw_ex, mem_mux_sel_dm;
wire [14:0] and1_out;
wire jmp;
wire Cond_J;
wire LD_fd;
wire Imm;
wire LD1;
wire ST;
wire nor1_out,d1_out,and2_out,d3_out,d4_out,d5_out,or1_out,and3_out,d7_out,and7_out,and6_out,and4_out,and5_out;
wire comp1,comp2,comp3,comp4,comp5,comp6;
wire [14:0] ext;
reg [4:0] reg2,reg3,reg4,reg5,reg6,reg7;
assign jmp = (~ins[26])&(~ins[27])&ins[28]&ins[29]&ins[30]&(~ins[31]);  
assign Cond_J = ins[28]&ins[29]&ins[30]&(~ins[31]);
assign LD_fb = (~ins[26])&(~ins[27])&ins[28]&(~ins[29])&ins[30]&(~ins[31])&(~d1_out);  
assign Imm = ins[29]&(~ins[30])&(~ins[31]);
assign LD1 = (~ins[26])&(~ins[27])&ins[28]&(~ins[29])&ins[30]&(~ins[31]);
assign ST = ins[26]&(~ins[27])&ins[28]&(~ins[29])&ins[30]&(~ins[31]);
assign nor1_out = ~(jmp|Cond_J|d1_out);   
assign ext[0]= nor1_out;
assign ext[14:1] = nor1_out ==1 ? 14'b11111111111111 : 14'b00000000000000;
assign and1_out = ext&ins[25:11];
assign and2_out = LD1&(~d4_out);
assign or1_out = d4_out|d5_out;
assign and3_out = (~d3_out)&or1_out;
assign RW_dm = reg5;
DFlipFlop d1(LD_fb,clk,d1_out,reset);
DFlipFlop d3(ins[26],clk,d3_out,reset);
DFlipFlop d4(and2_out,clk,d4_out,reset);
DFlipFlop d5(ST,clk,d5_out,reset);
DFlipFlop d2(Imm,clk,imm_sel,reset);
DFlipFlop d6(d3_out,clk,mem_rw_ex,reset);
DFlipFlop d7(and3_out,clk,d7_out,reset);
DFlipFlop d8(or1_out,clk,mem_en_ex,reset);
DFlipFlop d9(d7_out,clk,mem_mux_sel_dm,reset);
assign comp1 =  (reg4 == reg2) ? 1'b1 : 1'b0;
assign comp2 =  (reg5 == reg2) ? 1'b1 : 1'b0;
assign comp3 =  (reg6 == reg2) ? 1'b1 : 1'b0;
assign comp4 =  (reg4 == reg7) ? 1'b1 : 1'b0;
assign comp5 =  (reg7 == reg5) ? 1'b1 : 1'b0;
assign comp6 =  (reg7 == reg6) ? 1'b1 : 1'b0;
assign and7_out = comp2&(~comp1);
assign and6_out = (~comp1)&(~comp2)&comp3;
assign and5_out = (~comp4)&comp5;
assign and4_out = (~comp4)&(~comp5)&comp6;
priEnc p1(comp1,and7_out,and6_out,mux_sel_A);
priEnc p2(comp4,and5_out,and4_out,mux_sel_B);
always@(posedge clk) begin
    imm <= (reset==1'b1) ? ins[15:0] : 16'b0;
    op_dec <= (reset==1'b1) ? ins[31:26] : 6'b0;
    reg2 <= (reset==1'b1) ? and1_out[9:5] : 5'b0;  
    reg3 <= (reset==1'b1) ? and1_out[14:10] : 5'b0;
    reg4 <= (reset==1'b1) ? reg3 : 5'b0;
    reg5 <= (reset==1'b1) ? reg4 : 5'b0;
    reg6 <= (reset==1'b1) ? reg5 : 5'b0;
    reg7 <= (reset==1'b1) ? and1_out[4:0] : 5'b0;
end
endmodule
module DFlipFlop(D,clk,Q,reset);
input D;  
input clk;  
input reset;
output  Q;  
reg Q_temp;
assign Q = reset==1 ? Q_temp : 1'b0;
always @(posedge clk) begin
 Q_temp <= D; 
end 
endmodule  
module priEnc(B,C,D,out);
input B,C,D;
output [1:0]out;
assign out[0] = D|(~C&B);
assign out[1] = D|C;
endmodule
```
`/design/flow/run.sh`:
```
#!/bin/bash
# OpenROAD 26Q1-2900-gdf79404cd8, Yosys 0.63+post, stock flow scripts
make -C /OpenROAD-flow-scripts/flow DESIGN_CONFIG=/design/flow/config.mk WORK_HOME=/design/flow/orfs finish
```
==> impl_results.rst <==
Synthesis and place-and-route
=============================

.. list-table::
   :header-rows: 1

   * - Metric
     - Value
   * - Number of antenna violations at the first check in global routing
     - 0
   * - Required @ worst endpoint
     - 1.36 ns
   * - Arrival time of the worst setup path
     - ~1.5 ns
   * - Yosys warning count
     - 3
   * - Summed instance area of the synthesized netlist
     - 0.00207 mm²
   * - Overall die width
     - roughly 66 µm
   * - Share of Yosys cell area claimed by the top area cell type
     - around three fifths
   * - Tally of unique sky130hd cells used after synthesis
     - 20
   * - Max Transition Viols Final
     - 0
   * - Clock tree from TritonCTS
     - done
   * - Number of cell instances after yosys synthesis
     - 182
   * - Average wire length per cell after detail routing
     - roughly 13 µm
   * - Max-capacitance violation count
     - 0
   * - Number of design-rule violations left by the first detailed-router iteration
     - 47
   * - Overall die area
     - between 0.004 and 0.005 mm²
   * - Least setup slack across all paths after layout
     - -0.138 ns
   * - Summed standard-cell area reported by yosys
     - a little over 0.002 mm²
   * - Power density cells
     - just over 900 mW/mm²
   * - Final non-filler cell total
     - about 330
   * - Maximum clock skew at final layout
     - approximately 0.0038 ns
   * - IO Pins
     - around 69
   * - Tool warnings
     - 28
   * - Length of routed wiring on met1
     - ~1900 µm
   * - Vias in the first global route
     - between 1,000 and 1,500
   * - Result of the run
     - finished with violations
   * - Share of post-route cells with drive strength above 1
     - about 29%
   * - Root Driver
     - clkbuf_8
   * - Routed vias/inst
     - 4.58
   * - Met3 routed wirelength
     - slightly below 300 µm
   * - # port buffers
     - around 70
   * - Final Instance Area
     - between 0.003 and 0.004 mm²
   * - Met2 Routed Length
     - 1910 µm
   * - Highest achievable clock rate
     - ~540 MHz
   * - Starting density of the core
     - 51.8%
   * - Die height
     - roughly 66 µm
   * - Iteration tally of the first detailed-router pass
     - 4
   * - Violated checks
     - negative setup slack
   * - Ant diodes
     - 0
   * - Sinks on the clock net
     - ~61
   * - Area inside the core boundary
     - roughly 0.0040 mm²
   * - Worst Setup Slack post-DPL
     - -0.246 ns
   * - Final period utilization
     - 108%
   * - Max-slew headroom
     - about four fifths
   * - Estimated wirelength of the detail-placed design
     - 2660 µm
   * - Gpl congestion
     - roughly 0.83
   * - Count of H-tree levels built during CTS
     - 3
   * - Cells after DPL
     - a little over 300
   * - Seq/Total Area, Yosys
     - between 50% and 60%
   * - Critical path launch point type
     - flop
   * - Transition time at the pin with the least slew margin
     - around 0.32 ns
   * - Number of fill cells
     - around 230
   * - Kind of end point of the critical path
     - primary output
   * - Period minus WS final
     - between 1.5 and 2 ns
   * - Highest-count logic cell in the final layout
     - clkdlybuf4s50_1
   * - DRC violation count after routing
     - 0
   * - Yosys reg bits
     - approximately 61
   * - Clock Path Buffers
     - 2
   * - Unrepaired setup endpoints after global routing
     - true
   * - Main area contributors
     - dfxtp_1 (59%), and2_1 (18%), xnor2_1 (6.8%), xor2_1 (5.9%), nand3_1 (1.4%)
   * - Critical path start-end classification
     - reg2out
   * - Total Wirelength
     - around 4100 µm
   * - Pin count of the biggest net entering global routing
     - 39
   * - Number of standard-cell rows in the floorplan
     - 23
   * - Count of vias placed by the detailed router
     - roughly 1,500
   * - Setup-violating endpoint count in the final report
     - 4
   * - Area after detailed placement
     - 0.00292 mm²
   * - Layout Area Growth over Synthesis
     - 59.1%
   * - Most frequent cells in the layout
     - clkdlybuf4s50_1 (62), and2_1 (58), dfxtp_1 (43)
   * - First-pass GRT wire length
     - ~6400 µm
   * - Worst-path maximum fanout
     - 3
   * - Grt ovf
     - 0
   * - Max rail drop VDD
     - about 0.0009 V
   * - Worst-Skew Late Latency
     - 0.32 ns
   * - Number of hold buffers added after cts
     - 0
   * - Global routing usage summed across all routing layers
     - around a fifth
   * - Post-Syn Instances
     - ~180
   * - Average instance area after synthesis
     - ~11 µm²
   * - Number of buffers created by CTS
     - 9
   * - Classification of the worst-slack hold path
     - in2reg
   * - Final ANT Viol Nets
     - 0
   * - Clock slew at the register clock pins of the worst setup and hold paths
     - 0.06 ns
   * - Final Core Density
     - between 80 and 90%
   * - Total leakage power
     - about 1.4 nW
   * - Worst hold margin
     - 0.345 ns
   * - Top layer used by detailed routing
     - met4
   * - Endpoints failing hold
     - 0
   * - Post-synthesis cell type with the largest combined area
     - dfxtp_1
-- cells by family after synthesis --
kind of cell,count (synthesis),share of synthesized area [%]
AND-OR/OR-AND,8,3.50
XOR/XNOR,30,12.7
buffers and inverters,8,1.87
flip-flops,61,58.9
AND/OR/NAND/NOR,75,23.0
-- worst max-delay path, cell delays in order (launching register included) --
cell and delay [ns]:
dfxtp_4 0.36, xnor2_2 0.15, nand3_1 0.14, buf_4 0.16, o32a_1 0.28, clkbuf_2 0.10
-- timing repair --
action                                  in CTS  in global routing
gates cloned                                 0                  0
setup buffers                                2                  3
gates resized                               32                 30
pin swaps                                   13                 11
endpoints found under the setup margin       8                  9
-- area by class of cell --
| class | instances | area, µm² | share of cell area [%] |
|---|---|---|---|
| tap | 50 | 62.6 | 1.90 |
| inverter | 2 | 7.51 | 0.228 |
| timing repair buffer | 90 | 851 | 25.8 |
| multi-input combinational | 113 | 942 | 28.6 |
| sequential | 61 | 1260 | 38.1 |
| clock inverter | 1 | 5.00 | 0.152 |
| clock buffer | 14 | 173 | 5.24 |
-- layer usage --
metal,global-route usage (%),vias to the layer above
li1,-,767
met3,8.22,4
met1,28.5,695
met2,30.1,49
met4,2.66,0
met5,0,-
-- cells in the mapped netlist --
cell type  count
dfxtp_1       61
inv_1          2
o32a_1         2
nor3_1         5
or4_4          1
buf_6          1
and2_1        58
o21a_1         1
xnor2_1       16
nor2b_1        1
xor2_1        14
clkbuf_1       4
nor4b_1        1
buf_2          1
nand3_1        6
o211a_1        1
and3_1         2
nand3b_4       1
o32ai_1        2
a21oi_2        2
-- sequential cells by signal (all words and copies together) (netlist names) --
| register | flops |
|---|---|
| d8.Q_temp | 1 |
| d9.Q_temp | 1 |
| reg5 | 5 |
| d4.Q_temp | 1 |
| reg3 | 5 |
| d2.Q_temp | 1 |
| imm | 16 |
| d6.Q_temp | 1 |
| d7.Q_temp | 1 |
| d5.Q_temp | 1 |
| reg7 | 5 |
| reg2 | 5 |
| d1.Q_temp | 1 |
| op_dec | 6 |
| reg6 | 5 |
| reg4 | 5 |
| d3.Q_temp | 1 |
-- worst paths after layout --
path	slack, ns	endpoint	cells past startpoint	start
hold reg to reg	0.43	d7.Q_temp	1	d3.Q_temp
setup / recovery	-0.14	mux_sel_B[1]	5	reg7[2]
hold / removal	0.35	d6.Q_temp	2	reset
setup reg to reg	0.75	reg2[1]	4	d1.Q_temp
-- power breakdown --
group / switching, mW / leakage (nW) / internal, mW
Combinational: 0.126 / 0.796 / 0.273
Clock: 0.487 / 0.0926 / 0.639
Sequential: 0.0415 / 0.512 / 1.49
-- stage by stage --
step | power (mW) | TNS, ns
3_3_place_gp | 1.91 | -3.25
2_1_floorplan | 1.69 | 0
5_1_grt | 3.20 | -0.837
4_1_cts | 3.06 | -0.550
3_5_place_dp | 1.92 | -4.65
6_report | 3.06 | -0.420
Power is estimated from default activity; no workload was simulated.
